<file path="flow/run.sh">
#!/bin/bash
# OpenROAD 26Q1-2900-gdf79404cd8, Yosys 0.63+post, stock flow scripts
make -C /OpenROAD-flow-scripts/flow DESIGN_CONFIG=/design/flow/config.mk WORK_HOME=/design/flow/orfs finish
</file>
<file path="flow/config.mk">
export PLATFORM = sky130hd
export DESIGN_NAME = serialGPIO
export DESIGN_NICKNAME = serialGPIO
export VERILOG_FILES = /design/flow/design.v
export SDC_FILE = /design/flow/constraint.sdc
export NUM_CORES = 4
export LEC_CHECK = 1
export CORE_UTILIZATION = 50
</file>
<file path="flow/constraint.sdc">
current_design serialGPIO

set clk_period 5.8
set clk_io_pct 0.2

create_clock -name clk0 -period $clk_period [get_ports {clk}]

set non_clock_inputs [all_inputs -no_clocks]
set_input_delay [expr $clk_period * $clk_io_pct] -clock clk0 $non_clock_inputs
set_output_delay [expr $clk_period * $clk_io_pct] -clock clk0 [all_outputs]
</file>
<file path="flow/design.v">
module serialGPIO(
    input clk,  
    input RxD,  
    input transmit,  
    input [7:0] SW,  
    output reg [7:0] GPout,   
    output reg [7:0] AN,  
    output reg [6:0] ssd,  
    output TxD  
);
initial
begin
AN <= 8'b11111111;
end
wire [7:0] temp;
wire RxD_data_ready;
wire [7:0] RxD_data;
async_receiver RX(.clk(clk), .RxD(RxD), .RxD_data_ready(RxD_data_ready), .RxD_data(RxD_data));
always @(posedge clk) if(RxD_data_ready)
begin 
GPout <= RxD_data;
end
    reg [17:0] count_reg = 0;
    reg out_1kHz = 0;
    always @(posedge clk) begin
     begin
        if (count_reg < 100000) 
        begin
            count_reg <= count_reg + 1;
        end 
        else begin
            count_reg <= 0;
            out_1kHz <= ~out_1kHz;
            end	
        end
    end
reg [1:0] select;
reg [3:0] digit;
always@(posedge out_1kHz)
begin
select <= select + 1;
end
always@(*)
begin
case(select)
2'b00:
begin
digit = GPout[3:0];
AN = 8'b11111110;
end
2'b01:
begin
digit = GPout[7:4];
AN = 8'b11111101;
end
2'b10:
begin
digit = 0;
AN = 8'b11111111;
end
2'b11:
begin
digit = 0;
AN = 8'b11111111;
end
endcase
end
always @(posedge clk)
    case (digit)
      0: ssd <= 7'b0000001;
      1: ssd <= 7'b1001111;
      2: ssd <= 7'b0010010;
      3: ssd <= 7'b0000110;
      4: ssd <= 7'b1001100;
      5: ssd <= 7'b0100100;
      6: ssd <= 7'b0100000;
      7: ssd <= 7'b0001111;
      8: ssd <= 7'b0000000;
      9: ssd <= 7'b0000100;
      10: ssd <= 7'b0001000;
      11: ssd <= 7'b1100000;
      12: ssd <= 7'b0110001;
      13: ssd <= 7'b1000010;
      14: ssd <= 7'b0110000;
      15: ssd <= 7'b0111000;
endcase
assign temp = SW[7]?GPout - SW[6:0]:
              GPout + SW[6:0];
async_transmitter TX(.clk(clk), .TxD(TxD), .TxD_start(transmit), .TxD_data(temp));  
endmodule
module async_transmitter(
	input clk,
	input TxD_start,
	input [7:0] TxD_data,
	output TxD,
	output TxD_busy
);
parameter ClkFrequency = 100000000;	 
parameter Baud = 115200;
generate
	if(ClkFrequency<Baud*8 && (ClkFrequency % Baud!=0)) ASSERTION_ERROR PARAMETER_OUT_OF_RANGE("Frequency incompatible with requested Baud rate");
endgenerate
wire BitTick;
BaudTickGen #(ClkFrequency, Baud) tickgen(.clk(clk), .enable(TxD_busy), .tick(BitTick));
reg [3:0] TxD_state = 0;
wire TxD_ready = (TxD_state==0);
assign TxD_busy = ~TxD_ready;
reg [7:0] TxD_shift = 0;
always @(posedge clk)
begin
	if(TxD_ready & TxD_start)
		TxD_shift <= TxD_data;
	else
	if(TxD_state[3] & BitTick)
		TxD_shift <= (TxD_shift >> 1);
	case(TxD_state)
		4'b0000: if(TxD_start) TxD_state <= 4'b0100;
		4'b0100: if(BitTick) TxD_state <= 4'b1000;   
		4'b1000: if(BitTick) TxD_state <= 4'b1001;   
		4'b1001: if(BitTick) TxD_state <= 4'b1010;   
		4'b1010: if(BitTick) TxD_state <= 4'b1011;   
		4'b1011: if(BitTick) TxD_state <= 4'b1100;   
		4'b1100: if(BitTick) TxD_state <= 4'b1101;   
		4'b1101: if(BitTick) TxD_state <= 4'b1110;   
		4'b1110: if(BitTick) TxD_state <= 4'b1111;   
		4'b1111: if(BitTick) TxD_state <= 4'b0010;   
		4'b0010: if(BitTick) TxD_state <= 4'b0011;   
		4'b0011: if(BitTick) TxD_state <= 4'b0000;   
		default: if(BitTick) TxD_state <= 4'b0000;
	endcase
end
assign TxD = (TxD_state<4) | (TxD_state[3] & TxD_shift[0]);   
endmodule
module async_receiver(
	input clk,
	input RxD,
	output reg RxD_data_ready = 0,
	output reg [7:0] RxD_data = 0,   
	output RxD_idle,   
	output reg RxD_endofpacket = 0   
);
parameter ClkFrequency = 100000000;  
parameter Baud = 115200;
parameter Oversampling = 8;   
generate
	if(ClkFrequency<Baud*Oversampling) ASSERTION_ERROR PARAMETER_OUT_OF_RANGE("Frequency too low for current Baud rate and oversampling");
	if(Oversampling<8 || ((Oversampling & (Oversampling-1))!=0)) ASSERTION_ERROR PARAMETER_OUT_OF_RANGE("Invalid oversampling value");
endgenerate
reg [3:0] RxD_state = 0;
wire OversamplingTick;
BaudTickGen #(ClkFrequency, Baud, Oversampling) tickgen(.clk(clk), .enable(1'b1), .tick(OversamplingTick));
reg [1:0] RxD_sync = 2'b11;
always @(posedge clk) if(OversamplingTick) RxD_sync <= {RxD_sync[0], RxD};
reg [1:0] Filter_cnt = 2'b11;
reg RxD_bit = 1'b1;
always @(posedge clk)
if(OversamplingTick)
begin
	if(RxD_sync[1]==1'b1 && Filter_cnt!=2'b11) Filter_cnt <= Filter_cnt + 1'd1;
	else 
	if(RxD_sync[1]==1'b0 && Filter_cnt!=2'b00) Filter_cnt <= Filter_cnt - 1'd1;
	if(Filter_cnt==2'b11) RxD_bit <= 1'b1;
	else
	if(Filter_cnt==2'b00) RxD_bit <= 1'b0;
end
function integer log2(input integer v); begin log2=0; while(v>>log2) log2=log2+1; end endfunction
localparam l2o = log2(Oversampling);
reg [l2o-2:0] OversamplingCnt = 0;
always @(posedge clk) if(OversamplingTick) OversamplingCnt <= (RxD_state==0) ? 1'd0 : OversamplingCnt + 1'd1;
wire sampleNow = OversamplingTick && (OversamplingCnt==Oversampling/2-1);
always @(posedge clk)
case(RxD_state)
	4'b0000: if(~RxD_bit) RxD_state <=  4'b0001 ;   
	4'b0001: if(sampleNow) RxD_state <= 4'b1000;   
	4'b1000: if(sampleNow) RxD_state <= 4'b1001;   
	4'b1001: if(sampleNow) RxD_state <= 4'b1010;   
	4'b1010: if(sampleNow) RxD_state <= 4'b1011;   
	4'b1011: if(sampleNow) RxD_state <= 4'b1100;   
	4'b1100: if(sampleNow) RxD_state <= 4'b1101;   
	4'b1101: if(sampleNow) RxD_state <= 4'b1110;   
	4'b1110: if(sampleNow) RxD_state <= 4'b1111;   
	4'b1111: if(sampleNow) RxD_state <= 4'b0010;   
	4'b0010: if(sampleNow) RxD_state <= 4'b0000;   
	default: RxD_state <= 4'b0000;
endcase
always @(posedge clk)
if(sampleNow && RxD_state[3]) RxD_data <= {RxD_bit, RxD_data[7:1]};
always @(posedge clk)
begin
	RxD_data_ready <= (sampleNow && RxD_state==4'b0010 && RxD_bit);   
end
reg [l2o+1:0] GapCnt = 0;
always @(posedge clk) if (RxD_state!=0) GapCnt<=0; else if(OversamplingTick & ~GapCnt[log2(Oversampling)+1]) GapCnt <= GapCnt + 1'h1;
assign RxD_idle = GapCnt[l2o+1];
always @(posedge clk) RxD_endofpacket <= OversamplingTick & ~GapCnt[l2o+1] & &GapCnt[l2o:0];
endmodule
module ASSERTION_ERROR();
endmodule
module BaudTickGen(
	input clk, enable,
	output tick   
);
parameter ClkFrequency = 100000000;
parameter Baud = 115200;
parameter Oversampling = 1;
function integer log2(input integer v); begin log2=0; while(v>>log2) log2=log2+1; end endfunction
localparam AccWidth = log2(ClkFrequency/Baud)+8;   
reg [AccWidth:0] Acc = 0;
localparam ShiftLimiter = log2(Baud*Oversampling >> (31-AccWidth));   
localparam Inc = ((Baud*Oversampling << (AccWidth-ShiftLimiter))+(ClkFrequency>>(ShiftLimiter+1)))/(ClkFrequency>>ShiftLimiter);
always @(posedge clk) if(enable) Acc <= Acc[AccWidth-1:0] + Inc[AccWidth:0]; else Acc <= Inc[AccWidth:0];
assign tick = Acc[AccWidth];
endmodule
</file>
==> GITHUB_STEP_SUMMARY <==
## Implementation flow summary

| Metric | Value |
|---|---|
| Io pins | `35` |
| First-pass GRT wire length | `12.16 mm` |
| Floorplan core density | `0.5151` |
| Root buffer selected by CTS | `clkbuf_8` |
| Resize count post-CTS | `0` |
| Vias post-DR | `3071` |
| Top area contributor share | `0.2587` |
| GP Congestion | `0.8705` |
| Max FO, Critical Path | `4` |
| Clock power share | `0.302` |
| GRT overflow | `0` |
| Mapped Cells | `464` |
| Worst path slowest cell | `clkdlybuf4s50_1` |
| Power Total | `1.438 mW` |
| Slew headroom | `0.4534` |
| Chip Height | `99.57 um` |
| Pin count of the biggest net entering global routing | `19` |
| Final setup viols | `0` |
| DRT Pass-1 Iters | `5` |
| Area Overhead vs Synth | `11.41%` |
| Endpoints left unconstrained | `4` |
| Ys async rst share | `0` |
| Ys flop type | `dfxtp_1` |
| Worst path bufs/invs | `2` |
| Max-cap violation count | `0` |
| Crit path time final | `3.228 ns` |
| Register pins left without a clock | `2` |
| Mapped Avg Cell Area | `10.26 sq um` |
| Power share of the sequential group | `0.569` |
| Final Cycle Share | `0.5565` |
| Sw power | `0.3643 mW` |
| Post-layout util | `0.5739` |
| Crit path DAT | `3.32 ns` |
| Core area | `0.009240 sq mm` |
| Final TNS setup | `0 ns` |
| Final ANT Viol Nets | `0` |
| Bufs on Longest Clock Path | `2` |
| Dominant comb cell | `simple AND/OR/NAND/NOR gates` |
| Hold Crit Class | `flop to flop` |
| Hold buffer count at cts | `0` |
| Critical Path RT | `5.89 ns` |
| Number of logged tool warnings | `32` |
| Clk_skew | `0.009591 ns` |
| Initial DRC count | `112` |
| Status | `complete, no violations` |
| Leading area contributor after synthesis | `edfxtp_1` |
| Ys Warns | `5` |
| Htree depth | `3` |
| Fin. Hold Viols | `0` |
| Top cells by count | `dfxtp_1, nor2_1, nand2_1` |
| Die area | `0.009913 sq mm` |
| Overall routing resource usage | `0.1579` |
| Synth cell types | `60` |
| RSZ-0062 raised after global routing | `false` |
| Drt drc | `0` |
| XOR Share, Synth | `0.09385` |
| Crit-path leading delay family | `adder cells` |
| Register share after synthesis | `0.5152` |
| Avg WL per Cell | `11.42 um` |
| Simple share | `0.1669` |
| Internal | `1.074 mW` |
| Lkg Pwr | `2.055 nW` |
| Maximum VDD drop | `141.7 uV` |
| Worst Setup End Kind | `flop` |
| Non-filler cells, final | `625` |
| Slew Limit Fails | `0` |
| Slew @ Worst Pin | `0.8139 ns` |
| Setup CP Type | `primary input to flop` |
| # Cells Yosys | `464` |
| CTS tree | `built` |
| Pwr dens | `271.3 mW/mm^2` |
| Final WL | `7.135 mm` |
| Cell with the most instances after synthesis | `dfxtp_1` |
| Placed cells | `609` |
| Worst setup SP type | `primary input` |
| Detail Placement HPWL | `5.109 mm` |
| Seq cells post-synth | `102` |
| Ao+oa area frac | `0.1009` |
| Initial antenna violation count | `0` |
| CTS clk-pin slew, worst paths | `0.09 ns` |
| Switching share of power | `0.2533` |
| Power share of the combinational group | `0.130` |
| Layout cells sized above 1 | `0.05847` |
| Latency at later pin | `0.34 ns` |
| Row count | `35` |
| Die X | `99.57 um` |
| PortBufs | `28` |
| Max incr delay on CP | `0.54 ns` |
| Cell Area, Synth | `0.004760 sq mm` |
| Adder-cell share of the synthesized area | `0.06467` |
| # diodes | `0` |
| CP Cell Sequence | `clkdlybuf4s50_1 -> inv_1 -> ha_1 -> mux2i_1 -> fa_1 -> a211oi_1 -> o21bai_1 -> a21oi_1 -> xor2_1 -> o21ai_0` |
| Post-synth EDFFs | `41` |
| Post CTS Setup Buffer Count | `0` |
| TritonCTS Buffers | `9` |
| Yosys chip area | `0.004760 sq mm` |
| Vias per cell | `4.914` |
| Fmax | `309.8 MHz` |
| Vias in the first global route | `2735` |
| Main area contributors | `edfxtp_1, dfxtp_1, ha_1` |
| Mux cell area share | `0.01130` |
placed cells by master (no fill, tap or decap), types with 7 or more instances in the layout:
master | synthesis | final
dfxtp_1 | 61 | 61
nor2_1 | 54 | 54
nand2_1 | 48 | 48
edfxtp_1 | 41 | 41
xnor2_1 | 29 | 29
clkdlybuf4s50_1 | 0 | 28
inv_1 | 26 | 26
ha_1 | 23 | 23
xor2_1 | 22 | 22
o21ai_0 | 18 | 18
a21oi_1 | 14 | 14
nor3_1 | 10 | 10
nand3_1 | 10 | 10
clkbuf_8 | 0 | 10
nor4_1 | 8 | 8
and3_1 | 8 | 8
nand2b_1 | 7 | 7
conb_1 | 2 | 7
cell type report:
type / instances / area [sq um]
Clock buffer: 10 / 137.6
Clock inverter: 6 / 63.81
Fill cell: 776 / 3938
Inverter: 26 / 97.59
Multi-Input combinational cell: 324 / 2110
Sequential cell: 102 / 2452
Tap cell: 129 / 161.4
Timing Repair Buffer: 28 / 280.3
cells by family after synthesis:
group           count (synthesis)
compound gates                 72
buf+inv                        43
flops                         102
other cells                     2
fa+ha+maj                      24
simple gates                  166
mux                             4
xor+xnor                       51
stage by stage:
step / area, sq um / hold WS (ns) / setup WS (ns)
final: 5303 / 0.4064 / 2.572
after global routing: 5303 / 0.4345 / 2.422
after CTS: 5303 / 0.4084 / 2.584
after detailed placement: 5101 / 0.3867 / 2.223
after global placement: 5101 / 0.3817 / 2.229
after floorplan: 4778 / 0.3715 / 2.890
worst paths after layout:
path	start	endpoint	slack, ns	cells past startpoint
max	SW[1]	TX.TxD_shift[6]	2.57	10
min	RX.tickgen.Acc[4]	RX.tickgen.Acc[4]	0.41	1
max reg2reg	TX.TxD_state[3]	TX.TxD_shift[2]	3.44	3
min reg2reg	RX.tickgen.Acc[4]	RX.tickgen.Acc[4]	0.41	1
power by group through the flow:
stage         Sequential [mW]  Combinational, mW  Clock, mW
finish                  0.818              0.187      0.434
global route            0.826              0.213      0.482
CTS                     0.818              0.190      0.452
per-layer routing:
metal,vias to the layer above,routed length (um),global-route usage
met5,-,0,0
met4,0,54,0.01923
met3,5,318,0.03288
met2,55,3024,0.2318
met1,1373,3738,0.2655
li1,1638,-,-
No activity file was given, so power comes from the tool's default toggle rates.
