`flow/design.v`:
```
`timescale 1ns / 1ps
module clock(
    input reset,  
    input clock,  
    output reg [7:0] AN,  
    output reg [6:0] ssd,  
    output [2:0] LED,  
    output kilo  
    );   
    reg [3:0] h1, h2, m1, m2, s1, s2;  
    reg [2:0] select;  
    reg [27:0] count_reg = 0;  
    reg out_1Hz = 0;
    always @(posedge clock) begin
     begin
        if (count_reg < 10000000) 
        begin
            count_reg <= count_reg + 1;
        end 
        else begin
            count_reg <= 0;
            out_1Hz <= ~out_1Hz;
            end	
        end
    end
    reg [16:0] count_reg2 = 0;
    reg out_1kHz = 0;
    always @(posedge clock) begin
     begin
        if (count_reg2 < 100000) 
        begin
            count_reg2 <= count_reg2 + 1;
        end 
        else begin
            count_reg2 <= 0;
            out_1kHz <= ~out_1kHz;
            end	
        end
    end
always@(posedge out_1Hz or posedge reset)
if(reset)
    begin
        h1 <= 0;
        h2 <= 0;
        m1 <= 0;
        m2 <= 0;
        s1 <= 0;
        s2 <= 0; 
    end
else
    begin
    if(s2 >= 9)
        begin
            s2 <= 0;
            if(s1 >= 5)
                begin
                    s1 <= 0;
                    if(m2 >= 9)
                        begin
                            m2 <= 0;
                            if(m1 >= 5)
                                begin
                                    m1 <= 0;
                                    if(h2 >= 9 && h1 < 2)
                                        begin
                                            h2 <= 0;
                                            h1 <= h1 + 1;
                                        end
                                    else if(h2 >= 4 && h1 >= 2)
                                        begin
                                            h2 <= 0;
                                            h1 <= 0;
                                        end
                                    else
                                        h2 <= h2 + 1;        
                                end
                            else
                                m1 <= m1 + 1;    
                        end
                    else
                        m2 <= m2 + 1;
                end
            else
                s1 <= s1 + 1; 
        end
    else
        s2 <= s2 + 1;    
    end
reg [3:0]  digit;  
    always@(posedge out_1kHz)  
begin 
if (reset)
select <= 0;
else
select <= select + 1;
end
    always@(*)  
case(select)
3'b000:
begin
digit = s2;
AN = 8'b11111110;
end
3'b001:
begin
digit = s1;
AN = 8'b11111101;
end
3'b010:
begin
digit = m2;
AN = 8'b11111011;
end
3'b011:
begin
digit = m1;
AN = 8'b11110111;
end
3'b100:
begin
digit = h2;
AN = 8'b11101111;
end
3'b101:
begin
digit = h1;
AN = 8'b11011111;
end
3'b110:
begin
digit = 0;
AN = 8'b11111111;
end
3'b111:
begin
digit = 0;
AN = 8'b11111111;
end
endcase
    always @(*)
    case (digit)
      0: ssd <= 7'b0000001;
      1: ssd <= 7'b1001111;
      2: ssd <= 7'b0010010;
      3: ssd <= 7'b0000110;
      4: ssd <= 7'b1001100;
      5: ssd <= 7'b0100100;
      6: ssd <= 7'b0100000;
      7: ssd <= 7'b0001111;
      8: ssd <= 7'b0000000;
      9: ssd <= 7'b0000100;
      10: ssd <= 7'b0001000;
      11: ssd <= 7'b1100000;
      12: ssd <= 7'b0110001;
      13: ssd <= 7'b1000010;
      14: ssd <= 7'b0110000;
      15: ssd <= 7'b0111000;
endcase   
assign LED = select;
assign kilo = out_1kHz;
endmodule
```
`flow/run.sh`:
```
#!/bin/bash
# OpenROAD 26Q1-2900-gdf79404cd8, Yosys 0.63+post, stock flow scripts
make -C /OpenROAD-flow-scripts/flow DESIGN_CONFIG=/design/flow/config.mk WORK_HOME=/design/flow/orfs finish
```
`flow/config.mk`:
```
export PLATFORM = sky130hd
export DESIGN_NAME = clock
export DESIGN_NICKNAME = clock
export VERILOG_FILES = /design/flow/design.v
export SDC_FILE = /design/flow/constraint.sdc
export NUM_CORES = 4
export LEC_CHECK = 1
export CORE_UTILIZATION = 30
```
`flow/constraint.sdc`:
```
current_design clock

set clk_period 3.2
set clk_io_pct 0.2

create_clock -name clk0 -period $clk_period [get_ports {clock}]

set non_clock_inputs [all_inputs -no_clocks]
set_input_delay [expr $clk_period * $clk_io_pct] -clock clk0 $non_clock_inputs
set_output_delay [expr $clk_period * $clk_io_pct] -clock clk0 [all_outputs]
```
==> reports/metrics.yaml <==
status: "finished, final reports clean"
cts_made_buffers: 5
initCoreUtil_pct: 31.3
muxShareOfSynthArea_pct: 3.11
synth-seq-cells: 74
cp-start-kind: "flop"
grt_pass1_vias: 2752
postCtsHoldBufs: 0
cp.depth: 1
final_max_slew_viol_count: 0
fmax_mhz: 533
cts_setup_buffers: 0
worstPathArrival_ps: 1240
p_per_area_nw_per_um2: 259
critPathSlowestCell: "clkdlybuf4s50_1"
largest_register_ffs: 28
r2r-start: "count_reg[26]"
critPathLaunch: "out_1kHz"
rr_endpoint: "out_1Hz"
syn_area_sq_um: 4020
worst-path-buf-inv: 1
path_clk_slew_ps: 60
insertion_delay_ps: 280
final_area_sq_um: 4500
ys_sh_adder_pct: 9.65
synth.area.top_cells: "dfxtp_1 (24%), dfrtp_1 (15%), ha_1 (9.7%), xnor2_1 (4.1%), nor3_1 (4.0%)"
post-dp-hpwl_um: 5220
final_cell_mix: "dfxtp_1 (48), nor2_1 (37), nand2_1 (36)"
period_minus_slack_ps: 1880
flop_cell: "dfxtp_1"
synth_warnings: 1
yosys.area_share.simple_pct: 23.0
unclocked_regs: 27
first_pass_iters: 6
drc: 0
fin_skew_ps: 4.45
crit_family: "buffers and inverters"
finalHoldViolations: 0
setup_viol: 0
chipWidth_um: 118
dp.cells: 621
synth-edff-count: 2
area_delta_synth_final_pct: 11.9
utilization_pct: 35.1
maxCapViolations: 0
grt_start_max_net_pins: 26
critPathKind: "reg2out"
setup_tns_ps: 0
p_leak_nw: 1.83
synth_seq_share_pct: 40.3
gp_congestion: 0.800
antenna_found_initial: 0
antenna_left: 0
synthXorXnorAreaFrac_pct: 7.63
end_kind: "output pin"
path_max_fanout: 5
pre_cts_slack_ps: 1410
tightest_slew_ps: 820
dpl_cell_area_sq_um: 4360
period_used_pct: 58.6
yosys_area_sq_um: 4020
synthDistinctLibCells: 55
diodes: 0
core_sq_um: 12800
final_cells: 629
fin_ws_ps: 1320
ys_cells: 440
die_h_um: 118
cpPeakStageDelay_ps: 500
wirelength_um: 7160
cts_tree: "yes"
wl_per_cell_um: 11.4
vias: 2992
worstPathCellList: "clkdlybuf4s50_1"
syn_area_per_cell_sq_um: 9.13
rows: 41
io_pins: 21
untimed_endpoints: 43
clockBufferDepth: 2
grt-ovfl-total: 0
postSynthCellCount: 440
endpoint: "kilo"
cts_resized: 0
layout-drive-gt1-share_pct: 5.91
tool_warnings: 44
grt_pass1_wl_um: 12400
r2r_cells: 3
track_usage_pct: 10.5
chipArea_sq_um: 13900
cp.required_ps: 2560
final_common_cell: "dfxtp_1"
ir_worst_vdd_v: 0.000364
cts_root_buffer: "clkbuf_16"
r2r_slack_ps: 1400
synthArstFlopShare_pct: 32.4
hp-class: "reg2reg"
htreeDepth: 2
rsz0062_at_grt: "no"
max-slew-margin-rel_pct: 45.2
via_per_inst: 4.76
top_logic_kind: "simple AND/OR/NAND/NOR gates"
io_buffers: 18
synthAoiAreaFrac_pct: 11.2
top_cell_area_share_pct: 23.9
largest_area_cell: "dfxtp_1"
drt_iter0_drc: 141
## cell type report
class                   count  area (sq um)
well taps                 172           215
clock buffers               7           133
fillers                  1289          8330
inverters                  27           101
flip-flops and latches     74          1620
multi-input cells         327          2220
repair buffers             21           203
clock inverters             1          5.00
## report_power, final
group	internal, mW	total (mW)	switching, mW	leakage, nW
logic	0.00323	0.0136	0.0104	1.03
clock network	0.288	0.480	0.192	0.0679
registers	0.654	0.670	0.0165	0.736
total	0.945	1.16	0.219	1.83
## cells by family after synthesis
kind of cell	Yosys count
XOR/XNOR	35
other	2
flip-flops	74
AND/OR/NAND/NOR	177
AND-OR/OR-AND	66
multiplexers	12
adder cells (fa/ha/maj)	31
buffers and inverters	43
## metal layers
metal  routed length [um]  share of wire, %  vias up  GRT usage [%]
li1                     -                 -     1562              -
met4                   46              0.64        0           1.04
met2                 3210                45       42           16.6
met3                  228               3.2        5           1.14
met5                    0                 0        -              0
met1                 3680                51     1383           16.5
## cells in the mapped netlist, types with 6 or more instances
library cell,instances
xnor2_1,19
dfxtp_1,48
inv_1,27
o21ai_0,20
xor2_1,16
nand2_1,36
a21oi_1,8
nor3_1,32
o31ai_1,6
nand3_1,21
clkbuf_1,10
nor2_1,37
nand4_1,9
ha_1,31
dfrtp_1,24
mux2i_1,8
## stage by stage
| step | hold WS (ps) | total power [mW] |
|---|---|---|
| after floorplan | 418 | 0.687 |
| after global placement | 436 | 0.698 |
| after detailed placement | 437 | 0.699 |
| after CTS | 456 | 1.18 |
| after global routing | 484 | 1.21 |
| final | 458 | 1.16 |
## how the worst min path moves through the flow
stage     slack, ps          start            end  cells past startpoint
6_report        460  count_reg2[0]  count_reg2[0]                      1
4_1_cts         460  count_reg2[0]  count_reg2[0]                      1
5_1_grt         480  count_reg2[0]  count_reg2[0]                      1
Power is estimated from default activity; no workload was simulated.
